`flow/config.mk`:
```
export PLATFORM = sky130hd
export DESIGN_NAME = deoxys_constants
export DESIGN_NICKNAME = deoxys_constants
export VERILOG_FILES = /design/flow/design.v
export SDC_FILE = /design/flow/constraint.sdc
export NUM_CORES = 4
export LEC_CHECK = 1
export CORE_AREA = 10 10 133 133
export DIE_AREA = 0 0 143 143
```
`flow/constraint.sdc`:
```
current_design deoxys_constants

set clk_period 1.0
set clk_io_pct 0.2

create_clock -name clk0 -period $clk_period

set non_clock_inputs [all_inputs -no_clocks]
set_input_delay [expr $clk_period * $clk_io_pct] -clock clk0 $non_clock_inputs
set_output_delay [expr $clk_period * $clk_io_pct] -clock clk0 [all_outputs]
```
`flow/design.v`:
```
module deoxys_constants ( 
   constant,
   cnt
   ) ;
   parameter RNDS_PER_CLK = 40;
   output [8*(RNDS_PER_CLK)-1:0] constant;
   input [5:0]                 cnt;
   wire [7:0]                  constant_lut [16:0];
   genvar                      i;
   assign constant_lut[ 0] = 8'h2f;
   assign constant_lut[ 1] = 8'h5e;
   assign constant_lut[ 2] = 8'hbc;
   assign constant_lut[ 3] = 8'h63;
   assign constant_lut[ 4] = 8'hc6;
   assign constant_lut[ 5] = 8'h97;
   assign constant_lut[ 6] = 8'h35;
   assign constant_lut[ 7] = 8'h6a;
   assign constant_lut[ 8] = 8'hd4;
   assign constant_lut[ 9] = 8'hb3;
   assign constant_lut[10] = 8'h7d;
   assign constant_lut[11] = 8'hfa;
   assign constant_lut[12] = 8'hef;
   assign constant_lut[13] = 8'hc5;
   assign constant_lut[14] = 8'h91;
   assign constant_lut[15] = 8'h39;
   assign constant_lut[16] = 8'h72;
   generate
      for (i = 0; i < RNDS_PER_CLK; i = i + 1) begin:constants_loop
         assign constant[7+8*i:8*i] = constant_lut[RNDS_PER_CLK*cnt+i];
      end
   endgenerate
endmodule  
```
`flow/run.sh`:
```
#!/bin/bash
# OpenROAD 26Q1-2900-gdf79404cd8, Yosys 0.63+post, stock flow scripts
make -C /OpenROAD-flow-scripts/flow DESIGN_CONFIG=/design/flow/config.mk WORK_HOME=/design/flow/orfs finish
```
==> metrics.yaml <==
power_mw: 2.40
worstSetupEndpointType: "output pin"
layout_min_cycle_time_ps: 1510
die_h_um: 143
initial_core_util_pct: 16.8
status: "complete, but fails checks"
finalHoldViolations: 0
num_rows: 44
top_area_share_pct: 91.9
n_fill_cell: 1388
ys_warn_count: 1
wire_per_inst_um: 17.0
first_pass_iters: 4
p_per_area_mw_per_mm2: 502
startpoint_type: "input pin"
yosys_cells: 329
die_w_um: 143
synth-seq-area-share_pct: 0
drive_gt1_share_pct: 79.2
syn_area_mm2: 0.00247
grt_max_degree: 27
clkbuf_count: 0
fin_crit_sh_pct: 151
yosys-top-cells-area: "buf_4 92%, ha_1 4.0%, inv_1 1.1%, xnor2_1 0.71%, xor2_1 0.71%"
combGateArea_um2: 626
postRouteAntennaNets: 0
syn_avg_cell_area_um2: 7.52
n_antenna_cell: 0
finalSetupViolCount: 239
grt_pass1_vias: 2216
maxCapViolations: 0
crit_arrival_ps: 1310
die-area_mm2: 0.0204
drc: 0
num_io_pins: 326
vdd_drop_max_uv: 202
fin_util_pct: 32.5
design.seq.count: 0
rsz0062_at_grt: "true"
regArea_um2: 0
clock.fmax_mhz: 664
power.leakage_nw: 2.62
fin_ws_ps: -507
num_vias: 2079
crit_type: "input pin to output pin"
antenna_found_initial: 0
grt.total_usage_pct: 8.71
warnings: 46
core-area_mm2: 0.0147
synthCells: 329
crit_required_ps: 800
via_per_inst: 3.06
synth_top_cell_by_area: "buf_4"
place.gp.congestion: 0.653
port_buffers: 242
holdCritPathClass: "input pin to output pin"
violations: "negative setup slack"
final_max_slew_viol_count: 0
overflow: 0
dp_hpwl_um: 6700
yosysUniqueCellTypes: 9
grt_pass1_wl_um: 14300
yosysChipArea_mm2: 0.00247
worstPathMaxFanout: 10
routed_wl_um: 11600
drt_iter0_drc: 38
area_delta_synth_final_pct: 93.3
[through the flow]
stage	TNS (ps)	instances	instance area, um2	hold WS [ps]	worst slack, ps
floorplan	-34720	407	2860	550	-461
global placement	-269290	546	3370	1700	-1290
detailed placement	-273180	546	3370	1690	-1290
CTS	-75460	652	4360	856	-514
global route	-83910	680	4780	915	-546
finish	-75890	680	4780	875	-507
[cell type report]
| type | count | share of cell area, % |
|---|---|---|
| tap | 184 | 4.81 |
| timing repair buffer | 383 | 79.5 |
| multi-input combinational | 98 | 13.1 |
| inverter | 7 | 1.36 |
| timing repair inverter | 8 | 1.23 |
[critical path: stages]
cell,delay [ps]
buf_12,100
inv_8,40
buf_6,110
ha_4,250
buf_4,150
buf_6,100
buf_6,100
buf_12,130
buf_2,130
[layout by cell type, fill, tap and decap left out]
| cell | n |
|---|---|
| dlygate4sd2_1 | 8 |
| clkinv_4 | 1 |
| inv_8 | 3 |
| xnor2_2 | 2 |
| ha_4 | 8 |
| inv_4 | 1 |
| buf_12 | 15 |
| clkdlybuf4s50_1 | 1 |
| clkinvlp_4 | 10 |
| buf_2 | 80 |
| nor2_4 | 3 |
| buf_8 | 6 |
| conb_1 | 80 |
| buf_4 | 23 |
| clkdlybuf4s15_1 | 3 |
| buf_6 | 204 |
| dlymetal6s2s_1 | 11 |
| or2_4 | 3 |
| xor2_2 | 2 |
| clkbuf_2 | 26 |
| buf_16 | 6 |
[routing by layer]
| metal | vias to the layer above | routed length (um) | track usage, % |
|---|---|---|---|
| li1 | 945 | - | - |
| met1 | 958 | 4170 | 9.59 |
| met2 | 170 | 5970 | 15.9 |
| met3 | 6 | 1330 | 3.90 |
| met4 | 0 | 118 | 0.0543 |
| met5 | - | 0 | 0 |
[path summary, 6_finish.rpt]
kind	end	from	slack (ps)	cells past startpoint
max	constant[239]	cnt[1]	-510	9
min	constant[156]	cnt[0]	880	4
[repair_timing]
action,4_1_cts,5_1_grt
pin swaps,10,11
hold buffers,0,0
hold endpoints to repair,0,0
cloned,17,0
setup endpoints to repair,240,240
buffers inserted,91,36
gates resized,821,133
[kinds of logic (layout without fill, tap and decap cells)]
| logic type | count (synthesis) | in the layout | share of synthesized area, % |
|---|---|---|---|
| fa+ha+maj | 8 | 8 | 4.04 |
| buf+inv | 311 | 398 | 93.4 |
| other cells | 2 | 80 | 0.303 |
| simple gates | 4 | 6 | 0.809 |
| xor+xnor | 4 | 4 | 1.42 |
[power by group]
group | switching (mW) | internal, mW | total (mW)
logic | 0.756 | 1.64 | 2.40
registers | 0 | 0 | 0
clock network | 0 | 0 | 0
total | 0.756 | 1.64 | 2.40
[synthesized netlist by cell type (all sizes together)]
cell / n
xnor2: 2
inv: 7
conb: 2
xor2: 2
buf: 304
ha: 8
nor2: 2
or2: 2
