### design/flow/run.sh
#!/bin/bash
# OpenROAD 26Q1-2900-gdf79404cd8, Yosys 0.63+post, stock flow scripts
make -C /OpenROAD-flow-scripts/flow DESIGN_CONFIG=/design/flow/config.mk WORK_HOME=/design/flow/orfs finish
### design/flow/config.mk
export PLATFORM = sky130hd
export DESIGN_NAME = state_update
export DESIGN_NICKNAME = state_update
export VERILOG_FILES = /design/flow/design.v
export SDC_FILE = /design/flow/constraint.sdc
export NUM_CORES = 4
export LEC_CHECK = 1
export CORE_AREA = 10 10 422 422
export DIE_AREA = 0 0 432 432
### design/flow/constraint.sdc
current_design state_update

set clk_period 22.7
set clk_io_pct 0.2

create_clock -name clk0 -period $clk_period [get_ports {clk}]

set non_clock_inputs [all_inputs -no_clocks]
set_input_delay [expr $clk_period * $clk_io_pct] -clock clk0 $non_clock_inputs
set_output_delay [expr $clk_period * $clk_io_pct] -clock clk0 [all_outputs]
### design/flow/design.v
module romulus_datapath ( 
   pdo, counter,
   constant, decrypt, pdi, sdi, rdi, domain, clk, srst, senc, sen, xrst, xenc,
   xen, yrst, yenc, yen, zrst, zenc, zen, erst, correct_cnt, ring_en, iv
   ) ;
parameter neg_rst = 1;
parameter power_gated = 0;
parameter BUSW = 32;
parameter RNDW = 128;  
parameter BUSSHIFT = 2;  
parameter PBUSC = 8'h03;  
parameter TBUSC = 8'h03;  
parameter SBUSC = 8'h03;  
parameter BBUSC = 8'h00;  
parameter DUMMY        = 7'h00;  
parameter SKINNY       = 7'h01;
parameter DEOXYS       = 7'h02;
parameter TBC          = SKINNY;
parameter FINCONST     = 39;  
parameter CNTW         = 6;  
parameter RNDS_PER_CLK = 1;
parameter CONSTW       = 6;
parameter fullcnt = 1;
parameter CLKS_PER_RND = 2;  
parameter STATESHARES  = 4;  
parameter KEYSHARES    = 1;  
parameter INITCTR1 = 56'h02000000000000;
parameter INITCTR2 = 56'h01000000000000;
parameter LDKEY   = 'h40;
parameter ACTKEY  = 'h70;
parameter ENCN    = 'h20;  
parameter DECN    = 'h30;
parameter ENCM    = 'h21;  
parameter DECM    = 'h31;
parameter ENCT    = 'h22;  
parameter DECT    = 'h32;
parameter ENCS    = 'h24;  
parameter HASHR   = 'h80;  
parameter HASHE   = 'h81;  
parameter SUCCESS = 'hE0;
parameter FAILURE = 'hF0;
parameter RSRVD1 = 0;
parameter AD = 1;
parameter NpubAD = 2;
parameter ADNpub = 3;
parameter PLAIN = 4;
parameter CIPHER = 5;
parameter CIPHERTAG = 6;
parameter RSRVD = 7;
parameter TAG = 8;
parameter RSRVD2 = 9;
parameter LENGTH = 10;
parameter RSRVD3 = 11;
parameter KEY = 12;
parameter Npub = 13;
parameter Nsec = 14;
parameter ENCNsec = 15;
parameter nadnormal = 8;
parameter adfinal = 24;
parameter adpadded = 26;
parameter nmsgnormal = 4;
parameter msgfinal = 20;
parameter msgpadded = 21;
parameter madnormal = 40;
parameter macnormal = 44;
parameter macfinal = 48;
parameter mmsgnormal = 36;
parameter DOM1NP    = 0;
parameter DOM1LR    = 1;
parameter DOM1RPD   = 2;
parameter DOM1SNI   = 3;
parameter DOM1DEP   = 4;
parameter CMS1      = 5;
parameter CMS1RPD   = 6;
parameter HPC2_1    = 7;
parameter HPC2_1STR = 8;
parameter ISW1      = 9;
parameter ISW1BP    = 10;
parameter ISW1PINI  = 11;
parameter PARA1     = 12;
parameter PINI1     = 13;
parameter DOM1NC    = 14;
parameter TI33 = 15;
parameter MASKING = TI33;
   output [BUSW-1:0] pdo;
   output [55:0]     counter;
   input [CONSTW-1:0] constant;
   input [BUSW/8-1:0] decrypt;
   input [BUSW-1:0]   pdi;
   input [BUSW-1:0]   sdi;
   input [RNDW-1:0]   rdi;
   input [7:0]        domain;
   input              clk;
   input              srst, senc, sen;
   input              xrst, xenc, xen;
   input              yrst, yenc, yen;
   input              zrst, zenc, zen;
   input              erst;
   input              correct_cnt;
   input [CLKS_PER_RND-1:0] ring_en;
   input                    iv;
   wire [128*STATESHARES-1:0] state_pg;
   wire [128*KEYSHARES-1:0]   key_pg;
   wire [128*STATESHARES-1:0] state_rtr;
   wire [128*KEYSHARES-1:0]   key_rtr;
   wire [127:0]               tweak_pg;
   wire [127:0]               domainseparator_pg;
   wire [CONSTW-1:0]          constant_pg;
   wire [128*STATESHARES-1:0] state;
   wire [128*KEYSHARES-1:0]   key, nextkey;
   wire [127:0]               tweak;
   wire [128*STATESHARES-1:0] tbcstate, nextstate;
   wire [128*KEYSHARES-1:0]   tkxtbc, tkxcorrect;
   wire [127:0]               tkytbc, tkycorrect;
   wire [127:0]               tkztbc, tkzcorrect, domainseparator;
   wire [128*KEYSHARES-1:0]   tka;
   wire [127:0]               tkb;
   wire [127:0]               tkc;
   wire [128*KEYSHARES-1:0]   tk1;
   wire [127:0]               tk2;
   wire [127:0]               tk3, cin;
   genvar                     i;
   state_update STATE (.pdo(pdo),
                       .state_o(state),
                       .decrypt(decrypt),
                       .pdi(pdi),
                       .state_i(tbcstate),
                       .clk(clk),
                       .rst(srst),
                       .en(sen),
                       .iv(iv),
                       .tbc(senc)
                       );
   tkx_update #(.shares(KEYSHARES)) TKEYX (.tkx(key),
                                            .sdi(sdi),
                                            .tkxtbc(tkxtbc),
                                            .tkxcorrect(tkxcorrect),
                                            .clk(clk),
                                            .rst(xrst),
                                            .tbc(xenc),
                                            .en(xen)
                                            ) ;
   tkx_update #(.shares(1)) TKEYY (.tkx(tweak),
                                   .sdi(pdi),
                                   .tkxtbc(tkytbc),
                                   .tkxcorrect(tkycorrect),
                                   .clk(clk),
                                   .rst(yrst),
                                   .tbc(yenc),
                                   .en(yen)
                                   ) ;
   tkz_update TKEYZ (.tkz(domainseparator),
                     .tkztbc(tkztbc),
                     .tkzcorrect(tkzcorrect),
                     .clk(clk),
                     .rst(zrst),
                     .tbc(zenc),
                     .domain(domain),
                     .en(zen)
                     ) ;
   share_router share_switch (.tbcstate(state_rtr), .statein(state),
                              .tbckey(key_rtr), .keyin(key),
                              .stateout(tbcstate), .nextstate(nextstate),
                              .keycorrect(tkxcorrect),.pcorrectkey(tk1),
                              .keyout(tkxtbc), .nextkey(nextkey)
                              ) ;
   skinny_rnd tweakablecipher (.nextcnt(tkztbc),
                               .nextkey(nextkey),
                               .nexttweak(tkytbc),
                               .nextstate(nextstate),
                               .randomness(rdi),
                               .clk(clk),
                               .roundkey(key_pg),
                               .roundtweak(tweak_pg),
                               .roundcnt(domainseparator_pg),
                               .roundstate(state_pg),
                               .constant(constant_pg)
                               );
   generate
      for (i = 0; i < KEYSHARES; i = i + 1) begin:key_correction_shared
            skinny_correctfullperm PERMA (.tko(tka[127+128*i:128*i]),.tki(key_rtr[127+128*i:128*i]));
            skinny_lfsr2_20 LFSR3 (.so(tk1[127+128*i:128*i]), .si(tka[127+128*i:128*i]));
      end
   endgenerate
   skinny_correctfullperm PERMB (.tko(tkb),.tki(tweak));
   skinny_correctfullperm PERMC (.tko(tkc),.tki(domainseparator));
   skinny_lfsr3_20 LFSR2 (.so(tk2), .si(tkb));
   generate
      if (power_gated == 1) begin:power_gate_gen
         assign constant_pg = senc ? constant : 0;
         assign key_pg = senc ? key_rtr : 0;
         assign tweak_pg = senc ? tweak : 0;
         assign state_pg = senc ? state_rtr : 0;
         assign domainseparator_pg = senc ? domainseparator : 0;
      end
      else begin:no_power_gate_gen
         assign constant_pg = constant;
         assign key_pg = key_rtr;
         assign tweak_pg = tweak;
         assign state_pg = state_rtr;
         assign domainseparator_pg = domainseparator;
      end
   endgenerate
   assign cin = correct_cnt ? domainseparator : tkc;
   lfsr_gf56 CNT (.so(tk3),.si(cin),.domain(domain));
   assign tkycorrect = tk2;
   assign tkzcorrect = tk3;
endmodule  
module state_update ( 
   pdo, state_o,
   decrypt, pdi, state_i, clk, rst, en, tbc, iv
   ) ;
parameter neg_rst = 1;
parameter power_gated = 0;
parameter BUSW = 32;
parameter RNDW = 128;  
parameter BUSSHIFT = 2;  
parameter PBUSC = 8'h03;  
parameter TBUSC = 8'h03;  
parameter SBUSC = 8'h03;  
parameter BBUSC = 8'h00;  
parameter DUMMY        = 7'h00;  
parameter SKINNY       = 7'h01;
parameter DEOXYS       = 7'h02;
parameter TBC          = SKINNY;
parameter FINCONST     = 39;  
parameter CNTW         = 6;  
parameter RNDS_PER_CLK = 1;
parameter CONSTW       = 6;
parameter fullcnt = 1;
parameter CLKS_PER_RND = 2;  
parameter STATESHARES  = 4;  
parameter KEYSHARES    = 1;  
parameter INITCTR1 = 56'h02000000000000;
parameter INITCTR2 = 56'h01000000000000;
parameter LDKEY   = 'h40;
parameter ACTKEY  = 'h70;
parameter ENCN    = 'h20;  
parameter DECN    = 'h30;
parameter ENCM    = 'h21;  
parameter DECM    = 'h31;
parameter ENCT    = 'h22;  
parameter DECT    = 'h32;
parameter ENCS    = 'h24;  
parameter HASHR   = 'h80;  
parameter HASHE   = 'h81;  
parameter SUCCESS = 'hE0;
parameter FAILURE = 'hF0;
parameter RSRVD1 = 0;
parameter AD = 1;
parameter NpubAD = 2;
parameter ADNpub = 3;
parameter PLAIN = 4;
parameter CIPHER = 5;
parameter CIPHERTAG = 6;
parameter RSRVD = 7;
parameter TAG = 8;
parameter RSRVD2 = 9;
parameter LENGTH = 10;
parameter RSRVD3 = 11;
parameter KEY = 12;
parameter Npub = 13;
parameter Nsec = 14;
parameter ENCNsec = 15;
parameter nadnormal = 8;
parameter adfinal = 24;
parameter adpadded = 26;
parameter nmsgnormal = 4;
parameter msgfinal = 20;
parameter msgpadded = 21;
parameter madnormal = 40;
parameter macnormal = 44;
parameter macfinal = 48;
parameter mmsgnormal = 36;
parameter DOM1NP    = 0;
parameter DOM1LR    = 1;
parameter DOM1RPD   = 2;
parameter DOM1SNI   = 3;
parameter DOM1DEP   = 4;
parameter CMS1      = 5;
parameter CMS1RPD   = 6;
parameter HPC2_1    = 7;
parameter HPC2_1STR = 8;
parameter ISW1      = 9;
parameter ISW1BP    = 10;
parameter ISW1PINI  = 11;
parameter PARA1     = 12;
parameter PINI1     = 13;
parameter DOM1NC    = 14;
parameter TI33 = 15;
parameter MASKING = TI33;
   output [BUSW-1:0] pdo;
   output [128*STATESHARES-1:0] state_o;
   input [BUSW/8-1:0]           decrypt;
   input [BUSW-1:0]             pdi;
   input [128*STATESHARES-1:0]  state_i;
   input                        clk, rst, en, tbc, iv;
   wire [BUSW-1:0]              pdi_eff;
   wire [BUSW-1:0]              state_buf;
   wire [BUSW-1:0]              gofs;
   wire [128*STATESHARES-1:0]   si;
   reg [128*STATESHARES-1:0]    state;
   genvar                       i;
   assign state_o = state;
   generate
      for (i = 0; i < BUSW/8; i = i + 1) begin:decrypt_mux
         assign pdi_eff[8*i+7:8*i] = decrypt[i] ? pdo[8*i+7:8*i] : pdi[8*i+7:8*i];
      end
   endgenerate
   generate
      if (BUSW == 128*STATESHARES) begin:full_bus_width
         assign si = iv ? pdo : pdi_eff^state[128*STATESHARES-1:0];
      end
      else begin:part_bus_width
         assign si = iv ? {state[128*STATESHARES-BUSW-1:0],
                           pdo} :
                     {state[128*STATESHARES-BUSW-1:0],
                      pdi_eff^state[128*STATESHARES-1:128*STATESHARES-BUSW]};
      end
   endgenerate
   assign state_buf = state[128*STATESHARES-1:128*STATESHARES-BUSW];
   generate
      for (i = 0; i < BUSW/8; i = i + 1) begin:gmatrix
         assign gofs[8*i+7:8*i] = {state_buf[8*i+0]^state_buf[8*i+7],state_buf[8*i+7:8*i+1]};
      end
   endgenerate
   assign pdo = pdi ^ gofs;
   always @ (posedge clk) begin
      if (rst) begin
         state <= 0;
      end
      else begin
         if (en) begin
            if (tbc) begin
               state <= state_i;
            end
            else begin
               state <= si;
            end
         end
      end
   end  
endmodule  
module tkx_update ( 
   tkx,
   sdi, tkxtbc, tkxcorrect, clk, rst, tbc, en
   ) ;
parameter neg_rst = 1;
parameter power_gated = 0;
parameter BUSW = 32;
parameter RNDW = 128;  
parameter BUSSHIFT = 2;  
parameter PBUSC = 8'h03;  
parameter TBUSC = 8'h03;  
parameter SBUSC = 8'h03;  
parameter BBUSC = 8'h00;  
parameter DUMMY        = 7'h00;  
parameter SKINNY       = 7'h01;
parameter DEOXYS       = 7'h02;
parameter TBC          = SKINNY;
parameter FINCONST     = 39;  
parameter CNTW         = 6;  
parameter RNDS_PER_CLK = 1;
parameter CONSTW       = 6;
parameter fullcnt = 1;
parameter CLKS_PER_RND = 2;  
parameter STATESHARES  = 4;  
parameter KEYSHARES    = 1;  
parameter INITCTR1 = 56'h02000000000000;
parameter INITCTR2 = 56'h01000000000000;
parameter LDKEY   = 'h40;
parameter ACTKEY  = 'h70;
parameter ENCN    = 'h20;  
parameter DECN    = 'h30;
parameter ENCM    = 'h21;  
parameter DECM    = 'h31;
parameter ENCT    = 'h22;  
parameter DECT    = 'h32;
parameter ENCS    = 'h24;  
parameter HASHR   = 'h80;  
parameter HASHE   = 'h81;  
parameter SUCCESS = 'hE0;
parameter FAILURE = 'hF0;
parameter RSRVD1 = 0;
parameter AD = 1;
parameter NpubAD = 2;
parameter ADNpub = 3;
parameter PLAIN = 4;
parameter CIPHER = 5;
parameter CIPHERTAG = 6;
parameter RSRVD = 7;
parameter TAG = 8;
parameter RSRVD2 = 9;
parameter LENGTH = 10;
parameter RSRVD3 = 11;
parameter KEY = 12;
parameter Npub = 13;
parameter Nsec = 14;
parameter ENCNsec = 15;
parameter nadnormal = 8;
parameter adfinal = 24;
parameter adpadded = 26;
parameter nmsgnormal = 4;
parameter msgfinal = 20;
parameter msgpadded = 21;
parameter madnormal = 40;
parameter macnormal = 44;
parameter macfinal = 48;
parameter mmsgnormal = 36;
parameter DOM1NP    = 0;
parameter DOM1LR    = 1;
parameter DOM1RPD   = 2;
parameter DOM1SNI   = 3;
parameter DOM1DEP   = 4;
parameter CMS1      = 5;
parameter CMS1RPD   = 6;
parameter HPC2_1    = 7;
parameter HPC2_1STR = 8;
parameter ISW1      = 9;
parameter ISW1BP    = 10;
parameter ISW1PINI  = 11;
parameter PARA1     = 12;
parameter PINI1     = 13;
parameter DOM1NC    = 14;
parameter TI33 = 15;
parameter MASKING = TI33;
   parameter shares = 1;
   output [128*shares-1:0] tkx;
   input [BUSW-1:0]           sdi;
   input [128*shares-1:0]  tkxtbc, tkxcorrect;
   input                      clk, rst, tbc, en;
   reg [128*shares-1:0]    state;
   assign tkx = state;
   generate
      always @ (posedge clk) begin
         if (rst) begin
            if (BUSW == 128*shares) begin:full_bus_width
               state <= sdi;
            end
            else begin:half_bus_width
               state <= {state[128*shares-BUSW-1:0],sdi};
            end
         end
         else if (en) begin
            if (tbc) begin
               state <= tkxtbc;
            end
            else begin
               state <= tkxcorrect;
            end
         end
      end  
   endgenerate
endmodule  
module tkz_update ( 
   tkz,
   tkztbc, tkzcorrect, domain, clk, rst, tbc, en
   ) ;
parameter neg_rst = 1;
parameter power_gated = 0;
parameter BUSW = 32;
parameter RNDW = 128;  
parameter BUSSHIFT = 2;  
parameter PBUSC = 8'h03;  
parameter TBUSC = 8'h03;  
parameter SBUSC = 8'h03;  
parameter BBUSC = 8'h00;  
parameter DUMMY        = 7'h00;  
parameter SKINNY       = 7'h01;
parameter DEOXYS       = 7'h02;
parameter TBC          = SKINNY;
parameter FINCONST     = 39;  
parameter CNTW         = 6;  
parameter RNDS_PER_CLK = 1;
parameter CONSTW       = 6;
parameter fullcnt = 1;
parameter CLKS_PER_RND = 2;  
parameter STATESHARES  = 4;  
parameter KEYSHARES    = 1;  
parameter INITCTR1 = 56'h02000000000000;
parameter INITCTR2 = 56'h01000000000000;
parameter LDKEY   = 'h40;
parameter ACTKEY  = 'h70;
parameter ENCN    = 'h20;  
parameter DECN    = 'h30;
parameter ENCM    = 'h21;  
parameter DECM    = 'h31;
parameter ENCT    = 'h22;  
parameter DECT    = 'h32;
parameter ENCS    = 'h24;  
parameter HASHR   = 'h80;  
parameter HASHE   = 'h81;  
parameter SUCCESS = 'hE0;
parameter FAILURE = 'hF0;
parameter RSRVD1 = 0;
parameter AD = 1;
parameter NpubAD = 2;
parameter ADNpub = 3;
parameter PLAIN = 4;
parameter CIPHER = 5;
parameter CIPHERTAG = 6;
parameter RSRVD = 7;
parameter TAG = 8;
parameter RSRVD2 = 9;
parameter LENGTH = 10;
parameter RSRVD3 = 11;
parameter KEY = 12;
parameter Npub = 13;
parameter Nsec = 14;
parameter ENCNsec = 15;
parameter nadnormal = 8;
parameter adfinal = 24;
parameter adpadded = 26;
parameter nmsgnormal = 4;
parameter msgfinal = 20;
parameter msgpadded = 21;
parameter madnormal = 40;
parameter macnormal = 44;
parameter macfinal = 48;
parameter mmsgnormal = 36;
parameter DOM1NP    = 0;
parameter DOM1LR    = 1;
parameter DOM1RPD   = 2;
parameter DOM1SNI   = 3;
parameter DOM1DEP   = 4;
parameter CMS1      = 5;
parameter CMS1RPD   = 6;
parameter HPC2_1    = 7;
parameter HPC2_1STR = 8;
parameter ISW1      = 9;
parameter ISW1BP    = 10;
parameter ISW1PINI  = 11;
parameter PARA1     = 12;
parameter PINI1     = 13;
parameter DOM1NC    = 14;
parameter TI33 = 15;
parameter MASKING = TI33;
   output [127:0] tkz;
   input [127:0]  tkztbc, tkzcorrect;
   input [7:0]    domain;
   input          clk, rst, tbc, en;
   reg [127:0]    state;
   assign tkz = state;
   generate
      always @ (posedge clk) begin
         if (rst) begin
            state <= {56'h01000000000000,domain,64'h00};
         end
         else if (en) begin
            if (tbc) begin
               state <= tkztbc;
            end
            else begin
               state <= tkzcorrect;
            end
         end
      end  
   endgenerate
endmodule  
module dummy_rnd ( 
   nextcnt, nextkey, nexttweak, nextstate,
   roundkey, roundtweak, roundstate, roundcnt, constant
   ) ;
   output [127:0] nextcnt;
   output [127:0] nextkey, nexttweak, nextstate;
   input [127:0]  roundkey, roundtweak, roundstate;
   input [127:0]  roundcnt;
   input [5:0]    constant;
   assign nextcnt = roundcnt + 1;
   assign nextkey = roundkey + 1;
   assign nexttweak = roundtweak + 1;
   assign nextstate = roundstate + 1;
endmodule  
module lfsr_gf56 ( 
   so,
   si, domain
   ) ;
   output [127:0] so;
   input [127:0]  si;
   input [7:0]    domain;
   wire [55:0]    lfsr, lfsrs, lfsrn;
   assign lfsr = {
                  si[ 7+64+8: 0+64+8],
                  si[15+64+8: 8+64+8],
                  si[23+64+8:16+64+8],
                  si[31+64+8:24+64+8],
                  si[39+64+8:32+64+8],
                  si[47+64+8:40+64+8],
                  si[55+64+8:48+64+8]
                  };
   assign lfsrs = {lfsr[54:0],lfsr[55]};
   assign lfsrn = lfsrs ^ {lfsr[55],2'b0,lfsr[55],1'b0,lfsr[55],2'b0};
   assign so = {lfsrn[7:0],
                lfsrn[15:8],
                lfsrn[23:16],
                lfsrn[31:24],
                lfsrn[39:32],
                lfsrn[47:40],
                lfsrn[55:48],
                domain,
                64'h00};
endmodule  
module dummy_correctfullperm ( 
   tko,
   tki
   ) ;
   output [127:0] tko;
   input [127:0]  tki;
   assign tko = tki - 2;
endmodule  
module dummy_lfsr2_correct ( 
   so,
   si
   ) ;
   output [127:0] so;
   input [127:0]  si;
   assign so = si;
endmodule  
module dummy_lfsr3_correct ( 
   so,
   si
   ) ;
   output [127:0] so;
   input [127:0]  si;
   assign so = si;
endmodule  
==> results_dict.tcl <==
# yosys + openroad results
set metrics [dict create \
    die_x_um 432 \
    worstReg2RegStart "state[509]$_SDFFE_PP0P_" \
    grt.total_usage_pct 19.0 \
    hold_viol 0 \
    slew-limit-headroom_pct 34.4 \
    synthDistinctLibCells 31 \
    ios 1097 \
    vias_per_cell 4.12 \
    worst_ep_required_time_ns 18.16 \
    largest_reg_flops 512 \
    rows 151 \
    postCtsSetupRepairBufs 0 \
    gp_congestion 0.973 \
    critPathCapture "pdo[15]" \
    hpwl_um 154000 \
    critPathLaunchType "primary input" \
    min_path_cells 2 \
    drtIter0Drc 1877 \
    route.met3.wl_um 17600 \
    dr.max_layer_used "met4" \
    intPower_mw 1.94 \
    path_clk_slew_ns 0.05 \
    layout-drive-gt1-share_pct 4.97 \
    rsz0062_at_grt "no" \
    antenna_found_initial 30 \
    finalSetupTns_ns 0 \
    synth_top_cell_by_count "dfxtp_1" \
    slew_violations 0 \
    grt_max_degree 112 \
    core_util_floorplan_pct 13.9 \
    route.met2.wl_um 91400 \
    path_buffers 2 \
    drt_first_pass_iters 7 \
    clock_latency_ns 0.67 \
    top_cells_by_count "512 x dfxtp_1, 510 x nor2_1, 480 x a211oi_1, 480 x mux2i_1, 171 x clkbuf_1" \
    synth_cells 2488 \
    cts_hold_buffers 0 \
    vias 23600 \
    r2r_cells 5 \
    hold_path_startpoint "state[48]$_SDFFE_PP0P_" \
    max_stage_delay_ns 0.60 \
    ir_drop_uv 46.0 \
    ys_seq_share_pct 43.6 \
    leakage_nw 14.4 \
    critPathLaunch "pdi[15]" \
    synth-edff-count 0 \
    worstHoldPathType "reg2reg" \
    drc 0 \
    wire_per_inst_um 32.0 \
    setup_viol 0 \
    ys_cells 2488 \
    ys.warnings.count 1 \
    period_minus_slack_ns 10.69 \
    largest_area_cell "dfxtp_1" \
    cts_tree "done" \
    grt-ovfl-total 0 \
    synth.avg_cell_area_um2 9.46 \
    seqPwrFrac_pct 38.6 \
    largest_registers "state (512)" \
    worst_slew_pin_slew_ns 0.976 \
    cts_root_buf "clkbuf_16" \
    fin_crit_sh_pct 47.1 \
    largest_register "state" \
    synth-main-ff-cell "dfxtp_1" \
    chipArea_um2 187000 \
    top_area_share_pct 43.6 \
    dpl_worst_slack_ns 12.05 \
    cts_buffers 71 \
    grt_pass1_vias 22800 \
    core_um2 169000 \
    fin_ws_ns 12.01 \
    async_reset_ff_share_pct 0 \
    cts_resized 0 \
    criticalPathCategory "in2out" \
    htree_levels 3 \
    yosys.stat.chipArea_um2 23500 \
    die_h_um 432 \
    cts_buffer_depth 3 \
    cp_top_family "buffers and inverters" \
    grt_pass1_wl_um 233000 \
    area_growth_syn_to_layout_pct 65.4 \
    cts.sinks 512 \
    n_fill_cell 18100 \
    port-buffer-count 1096 \
    p_per_area_nw_per_um2 71.8 \
    status "completed" \
    wirelength_um 183000 \
    cp-end-kind "output port" \
    crit_fanout 2 \
    critPathSlowestCell "clkdlybuf4s50_1" \
    area_leaders "dfxtp_1 44%, mux2i_1 20%, a211oi_1 15%" \
    warnings 28 \
    reg2reg_to "state[28]$_SDFFE_PP0P_" \
    path_cells "clkdlybuf4s50_1 -> xnor2_1 -> xnor2_1 -> clkdlybuf4s50_1" \
    fin_skew_ns 0.0331 \
    swShare_pct 30.5 \
    p_sw_mw 0.854 \
    clockPowerShare_pct 41.6 \
    cp.arrival_ns 6.15 \
    ys.flops 512 \
    r2r_setup_slack_ns 20.38 \
    combPwrFrac_pct 19.9 \
    max_freq_mhz 93.6 \
    met1Wirelength_um 68600 \
    drv_cap 0 \
    ant_nets 0 \
    cp_num_cells 4 \
    syn_area_um2 23500 \
]
cell type report:
type	instances	area [um^2]	area share, %
antenna	9	22.5	0.0579
clock buffer	101	2060	5.30
clock inverter	28	308	0.791
inverter	2	12.5	0.0321
multi-input combinational	1707	12100	31.1
sequential	512	10200	26.3
tap	2218	2780	7.13
timing repair buffer	1148	11400	29.3
logic make-up after synthesis:
kind of cell / synth area share, %
compound gates: 18.4
simple gates: 10.1
buf+inv: 4.98
mux: 20.4
flops: 43.6
xor+xnor: 2.53
worst min-delay path by stage:
| stage | to | slack [ns] |
|---|---|---|
| global route | state[65]$_SDFFE_PP0P_ | 0.52 |
| CTS | state[324]$_SDFFE_PP0P_ | 0.50 |
| finish | state[48]$_SDFFE_PP0P_ | 0.50 |
worst reg2reg max path: cells and delay by family, from the launching register on:
| kind | cells | cell delay [ns] |
|---|---|---|
| flip-flops | 1 | 0.89 |
| AND/OR/NAND/NOR | 1 | 0.13 |
| XOR/XNOR | 1 | 0.63 |
| AND-OR/OR-AND | 3 | 0.62 |
metrics by stage:
step                      power, mW  util (%)  hold slack [ns]  std cells  instance area, um^2
after CTS                      2.84      23.0            0.500       5716                38900
after global routing           2.90      23.0            0.515       5722                38900
after floorplan                1.22         -            0.462       2488                23500
after detailed placement       1.66      21.6            0.493       5587                36500
final                          2.80      23.0            0.500       5725                38900
after global placement         1.66      21.6            0.486       5587                36500
power groups by stage:
stage         sequential, mW  clock (mW)  combinational [mW]
CTS                     1.08        1.20               0.563
global route            1.08        1.22               0.596
finish                  1.08        1.16               0.555
per-layer routing:
layer	global-route usage (%)	up-vias
met1	22.2	11400
met5	0	-
met4	4.55	0
met2	32.6	947
met3	7.32	181
li1	-	11100
cells in the final DEF, fill, tap and decap left out:
cell,synthesis,routed
bufinv_16,0,3
buf_4,10,51
and2_1,1,1
or2_1,3,3
nand2_1,27,27
clkinvlp_4,0,3
xor2_1,31,31
a311oi_2,1,1
nand3_1,3,3
or3_1,2,2
o21a_1,5,5
dfxtp_1,512,512
inv_2,1,1
nand4b_1,5,5
inv_6,0,5
buf_12,0,1
xnor2_1,37,37
clkinv_8,0,3
clkinv_4,1,3
diode_2,0,9
nand2b_1,1,1
mux2i_1,480,480
a222oi_1,6,6
a311oi_1,22,22
nor2b_1,8,8
nor2_1,510,510
clkinv_16,0,1
clkinv_2,0,11
clkdlybuf4s50_1,0,1093
nand3b_1,26,26
a211oi_1,480,480
o221ai_2,1,1
clkbuf_1,171,15
or2_4,1,1
a21oi_1,23,23
o221ai_1,34,34
clkbuf_16,0,73
buf_8,1,3
clkbuf_8,0,13
Power is estimated from default activity; no workload was simulated.
