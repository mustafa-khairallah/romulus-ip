File: /design/flow/constraint.sdc
current_design skinny_sbox8_dom1_sni_non_complete

set clk_period 2.2
set clk_io_pct 0.2

create_clock -name clk0 -period $clk_period [get_ports {clk}]

set non_clock_inputs [all_inputs -no_clocks]
set_input_delay [expr $clk_period * $clk_io_pct] -clock clk0 $non_clock_inputs
set_output_delay [expr $clk_period * $clk_io_pct] -clock clk0 [all_outputs]
File: /design/flow/config.mk
export PLATFORM = sky130hd
export DESIGN_NAME = skinny_sbox8_dom1_sni_non_complete
export DESIGN_NICKNAME = skinny_sbox8_dom1_sni_non_complete
export VERILOG_FILES = /design/flow/design.v
export SDC_FILE = /design/flow/constraint.sdc
export NUM_CORES = 4
export LEC_CHECK = 1
export CORE_UTILIZATION = 30
File: /design/flow/design.v
module skinny_sbox8_dom1_sni_non_complete ( 
   bo1, bo0,
   si1, si0, r, cycle, clk
   ) ;
   output [7:0] bo1;  
   output [7:0] bo0;  
   input [7:0] 	si1;  
   input [7:0] 	si0;  
   input [7:0]  r;    
   input [23:0] cycle;
   input        clk;
   wire [1:0]   bi7;
   wire [1:0]   bi6;
   wire [1:0]   bi5;
   wire [1:0]   bi4;
   wire [1:0]   bi3;
   wire [1:0]   bi2;
   wire [1:0]   bi1;
   wire [1:0]   bi0;
   wire [1:0]   a7;
   wire [1:0]   a6;
   wire [1:0]   a5;
   wire [1:0]   a4;
   wire [1:0]   a3;
   wire [1:0]   a2;
   wire [1:0]   a1;
   wire [1:0]   a0;
   assign bi0 = {si1[0],si0[0]};
   assign bi1 = {si1[1],si0[1]};
   assign bi2 = {si1[2],si0[2]};
   assign bi3 = {si1[3],si0[3]};
   assign bi4 = {si1[4],si0[4]};
   assign bi5 = {si1[5],si0[5]};
   assign bi6 = {si1[6],si0[6]};
   assign bi7 = {si1[7],si0[7]};
   dom1_sni_sbox8_cfn_nc b764 (a0,bi7,bi6,bi4,cycle[ 5: 0],r[0],clk);
   dom1_sni_sbox8_cfn_nc b320 (a1,bi3,bi2,bi0,cycle[ 5: 0],r[1],clk);
   dom1_sni_sbox8_cfn_nc b216 (a2,bi2,bi1,bi6,cycle[ 5: 0],r[2],clk);
   dom1_sni_sbox8_cfn_nc b015 (a3,a0, a1, bi5,cycle[11: 6],r[3],clk);
   dom1_sni_sbox8_cfn_nc b131 (a4,a1, bi3,bi1,cycle[11: 6],r[4],clk);
   dom1_sni_sbox8_cfn_nc b237 (a5,a2, a3, bi7,cycle[17:12],r[5],clk);
   dom1_sni_sbox8_cfn_nc b303 (a6,a3, a0, bi3,cycle[17:12],r[6],clk);
   dom1_sni_sbox8_cfn_nc b422 (a7,a4, a5, bi2,cycle[23:18],r[7],clk);
   assign {bo1[6],bo0[6]} = a0;
   assign {bo1[5],bo0[5]} = a1;
   assign {bo1[2],bo0[2]} = a2;
   assign {bo1[7],bo0[7]} = a3;
   assign {bo1[3],bo0[3]} = a4;
   assign {bo1[1],bo0[1]} = a5;
   assign {bo1[4],bo0[4]} = a6;
   assign {bo1[0],bo0[0]} = a7;
endmodule  
module dom1_sni_sbox8_cfn_nc ( 
   f,
   x, y, z, cycle, r, clk
   ) ;
   output reg [1:0]        f;
   input [1:0]         x, y, z;
   input [5:0]         cycle;
   input               r, clk;
   wire                s0, s1, s2, s3;
   wire                a0, a1, b0, b1, c0, c1, ri;
   wire                cs0, cs1;  
   wire                cw0, cw1;  
   reg [1:0]           g, t;  
   assign a0 = (cycle[1] || cycle[3]) ? x[0] : 0;
   assign a1 = (cycle[0] || cycle[2]) ? ~x[1] : 0;
   assign b0 = (cycle[1] || cycle[2]) ? y[0] : 0;
   assign b1 = (cycle[0] || cycle[3]) ? ~y[1] : 0;
   assign c0 = cycle [1] ? z[0] : 0;
   assign c1 = cycle [0] ? z[1] : 0;
   assign ri = (cycle[2] || cycle[3]) ? r : 0;
   assign s0 = (cycle[0]) ? (a1 & b1) ^ c1 : 0;
   assign s1 = (cycle[1]) ? (a0 & b0) ^ c0 : 0;
   assign s2 = (cycle[2]) ? (a1 & b0) ^ ri : 0;
   assign s3 = (cycle[3]) ? (a0 & b1) ^ ri : 0;
   assign cw0 = (cycle[4]) ? t[0] ^ g[0] : 0;
   assign cw1 = (cycle[5]) ? t[1] ^ g[1] : 0;
   assign cs0 = (cycle[4]) ? cw0 : 0;
   assign cs1 = (cycle[5]) ? cw1 : 0;
   always @ (posedge clk) begin
      if (cycle[0]) g[1] <= s0;
      if (cycle[1]) g[0] <= s1;
      if (cycle[2]) t[1] <= s2;
      if (cycle[3]) t[0] <= s3;
      if (cycle[4]) f[0] <= cs0;
      if (cycle[5]) f[1] <= cs1;
   end
endmodule  
File: /design/flow/run.sh
#!/bin/bash
# OpenROAD 26Q1-2900-gdf79404cd8, Yosys 0.63+post, stock flow scripts
make -C /OpenROAD-flow-scripts/flow DESIGN_CONFIG=/design/flow/config.mk WORK_HOME=/design/flow/orfs finish
==> flow_results.org <==
* Implementation run

** Run status
- Status :: completed

** Clock tree
- The clock passes through at most 2 buffers.
- Postcts setup bufs :: 0
- The report lists the number of cells resized after CTS as 0.
- Insertion delay at the late pin of the worst-skew pair :: roughly 290 ps
- The number of clock sinks came to between 40 and 50.
- Clock input transition at the sequential cells of the worst setup and hold paths :: roughly 90 ps
- TritonCTS built the clock tree.
- The tree is rooted in a sky130_fd_sc_hd__clkbuf_8.
- In this run, CTS created clock tree buffers numbering 5.
- The post-CTS hold buffer count recorded in the log is 0.
- H-Tree Depth :: 2

** Final timing
- Headroom to the max-slew limit came out at 0.734.
- For the final routed database, the setup TNS stands at 0 ps.
- Number of pins with negative max-slew slack in the final report :: 0
- For the finished layout, the period the worst path requires is about 1800 ps.
- Worst Max-Slew Pin Slew :: between 300 and 400 ps
- For this run, the top clock speed supported by timing is around 550 MHz.
- The end-of-flow timing check tallies setup violations at 0.
- Worst setup skew after layout :: 9.02 ps
- Unrepaired setup endpoints after global routing :: no
- Post-route period utilization is reported as 0.829.
- Endpoints failing hold :: 0

** Finish
- Layout Area Growth over Synthesis :: 34.7%
- Fillcell total :: approximately 760
- Cell area after layout :: around 3400 µm²
- Post-route non-filler standard cell count :: ~400
- Fraction of layout instances using a drive strength above 1 :: 0.0785

** Power
- Switching power :: a little over 0.5 mW
- Cell-internal power :: approximately 1.6 mW
- Portion of total power attributed to combinational logic :: 0.200
- Of the total power, the clock network draws 0.234.
- Of the total power, registers draw 0.567.
- Max IR drop VDD :: approximately 0.26 mV
- Pwr Density :: 618 nW/µm²
- The script computed the net switching share of total power as 0.240.
- Leakage power figure :: 1.22 nW

** Placement
- Input and output buffers added on the ports amount to approximately 64.
- Per the gpl log, the routability congestion estimate is between 0.9 and 1.
- For this run the detailed placement stage logged an HPWL of 4.14 mm.
- Cell area after placement :: between 3000 and 4000 µm²
- Once placement completed, the tool counted placed cells totaling between 300 and 400.

** Worst setup path
- The worst setup path is of the reg2out kind.
- CP max stage delay :: 560 ps
- Cell family with the largest share of critical-path delay :: flip-flops
- End of the worst register-to-register path :: b237.t[0]
- In this run the number of cells on the critical path is 1.
- STA classifies the critical path startpoint as a flop.
- The signal on the critical path passes through clkdlybuf4s50_1.
- For this design, the slowest cell found on the critical path is sky130_fd_sc_hd__edfxtp_1.
- Origin of the critical flop-to-flop path :: b015.f[1]
- The worst setup path is captured at a primary output.
- Per STA, the startpoint of the critical path is b015.f[1].
- Of all nets on the critical path, the largest fanout is 9.
- The worst register-to-register path depth is 3.
- Data on the critical path is required at its endpoint by 1760 ps.
- CP arrival :: approximately 1400 ps
- End point of the critical path :: bo1[7]
- For flop-to-flop paths, the worst setup slack is 860 ps.
- Combined buffer and inverter count along the critical path :: 1

** Flow run
- Max-cap violations :: 0
- Warnings raised by the tools during the run amount to 25.

** Synth
- In the synthesized netlist, the dominant kind of combinational cell is simple AND/OR/NAND/NOR gates.
- In this run, distinct cell masters in the synthesized netlist total 38.
- Post-synthesis simple-gate area fraction :: 0.162
- Complex-gate fraction of the synthesized area :: 0.150
- Number of warning messages in the yosys log :: 1
- Post-synthesis area per instance :: around 12 µm²
- The portion of synthesized area spent on multiplexers is 0.00881.
- Netlist area before placement :: roughly 2600 µm²
- Yosys reports a chip area of about 2600 µm².
- Top FF cell, synth :: sky130_fd_sc_hd__edfxtp_1
- Adder-Cell Fraction of Synth Area :: 0
- The synthesis report gives the async set-or-reset register share as 0.
- Fraction of the yosys area taken by sequential cells :: 0.564
- Synthesis produced a netlist whose cell count is 219.
- Ys cells :: about 220
- The synthesized design contains ~48 enable-type register cells.
- Per the synthesis report, the XOR/XNOR share of the synthesized area is 0.0994.
- The synthesis stat section lists a flop and latch total of roughly 48.

** Routing
- Average wire per standard cell :: 13.2 µm
- DRC violation total after the first TritonRoute iteration :: about 160
- The final route contains 1970 vias.
- Antenna diode instance count :: 0
- Residual antenna-violating net count after detailed routing :: 0
- Using the TritonRoute via totals, the vias-per-cell ratio works out to 4.95.
- After detailed routing, the total wire length is 5.27 mm.
- Pre-Repair DR Iteration Count :: 4
- TritonRoute reported its final design rule violation total as 0.

** Hold path
- Path class of the lowest-slack min-delay path :: reg2reg

** Floorplanning
- According to the floorplan report, the die height is about 94 µm.
- In this run the standard cell core region covers ~8200 µm².
- Measured along the x axis, the die boundary spans roughly 94 µm.
- The overall die size recorded for this design is around 8900 µm².
- During I/O placement, the number of pins put on the boundary was around 65.
- Number of core rows :: 33
- Floorplan utilization :: 0.311

** GRT
- Remaining global-route overflow :: 0
- Met3 layer usage reported by global route :: 0.0329
- Most used routing layer :: met2
- Total routing resource utilization after global routing :: 0.134
- The initial antenna violation count came to 0.
- Vias in the first global route :: ~1900
- Maximum number of pins on one net before global-route repair :: 16
- M1 GR Usage :: 0.196
- First-pass GRT wire length :: ~8.9 mm
- Routing resource usage on met2 recorded by global route was 0.216.
-- synthesized netlist by cell type, types with 4 or more instances --
library cell,number,area (µm²)
sky130_fd_sc_hd__xor2_1,19,166
sky130_fd_sc_hd__and3_1,5,31.3
sky130_fd_sc_hd__o21ai_0,13,65.1
sky130_fd_sc_hd__nor2_1,12,45.0
sky130_fd_sc_hd__xnor2_1,10,87.6
sky130_fd_sc_hd__nand2_1,14,52.6
sky130_fd_sc_hd__nor3b_1,8,60.1
sky130_fd_sc_hd__a21oi_1,14,70.1
sky130_fd_sc_hd__edfxtp_1,48,1440
sky130_fd_sc_hd__nor4_1,6,37.5
sky130_fd_sc_hd__nor2b_1,7,43.8
sky130_fd_sc_hd__buf_2,4,20.0
sky130_fd_sc_hd__nand2b_1,4,25.0
sky130_fd_sc_hd__nor3_1,8,40.0
-- final cells by class --
class                   count  area (µm²)  area share
clock buffers               5        68.8      0.0200
clock inverters             3        18.8     0.00545
multi-input cells         163        1070       0.312
repair buffers             72         701       0.204
inverters                   2        7.51     0.00218
well taps                 105         131      0.0382
flip-flops and latches     48        1440       0.419
-- stage by stage --
step,hold WS [ps],setup WS (ps),utilization,power (mW)
after CTS,563,355,0.419,2.15
after floorplan,543,961,-,1.40
after detailed placement,549,241,0.408,1.66
after global placement,550,245,0.408,1.65
final,560,377,0.419,2.13
after global routing,572,298,0.419,2.26
-- worst min path at each step --
stage,depth (start not counted),slack (ps),endpoint,from
final,1,560,b237.f[0],b237.t[0]
after global routing,1,570,b131.f[0],b131.g[0]
after CTS,1,560,b764.f[0],b764.t[0]
-- cells by family after synthesis --
family / after synthesis
compound gates: 57
xor+xnor: 29
buf+inv: 8
flops: 48
mux: 2
simple gates: 75
-- cell usage in the layout, fill, tap and decap left out, types with 2 or more instances in the layout --
cell,count
sky130_fd_sc_hd__a21oi_1,14
sky130_fd_sc_hd__o21a_1,3
sky130_fd_sc_hd__nor2_1,12
sky130_fd_sc_hd__o41ai_1,3
sky130_fd_sc_hd__clkinv_2,2
sky130_fd_sc_hd__a211oi_1,3
sky130_fd_sc_hd__o21ai_0,13
sky130_fd_sc_hd__xnor2_1,10
sky130_fd_sc_hd__edfxtp_1,48
sky130_fd_sc_hd__a31o_1,2
sky130_fd_sc_hd__nor2b_1,7
sky130_fd_sc_hd__clkdlybuf4s50_1,64
sky130_fd_sc_hd__nand2_1,14
sky130_fd_sc_hd__and3_1,5
sky130_fd_sc_hd__nor4_1,6
sky130_fd_sc_hd__buf_4,8
sky130_fd_sc_hd__clkbuf_8,5
sky130_fd_sc_hd__a31oi_1,2
sky130_fd_sc_hd__a31o_2,3
sky130_fd_sc_hd__a311oi_1,2
sky130_fd_sc_hd__a22o_1,3
sky130_fd_sc_hd__nor3_1,8
sky130_fd_sc_hd__nand3_1,3
sky130_fd_sc_hd__and2_1,2
sky130_fd_sc_hd__a21o_1,2
sky130_fd_sc_hd__xor2_1,19
sky130_fd_sc_hd__a221oi_1,2
sky130_fd_sc_hd__mux2_2,2
sky130_fd_sc_hd__o2bb2ai_1,3
sky130_fd_sc_hd__and3b_1,2
sky130_fd_sc_hd__inv_1,2
sky130_fd_sc_hd__nand2b_1,4
sky130_fd_sc_hd__nor3b_1,8
-- power by group through the flow --
stage	Combinational [mW]	Clock [mW]	Sequential (mW)
after global routing	0.476	0.563	1.22
final	0.425	0.497	1.21
after CTS	0.427	0.517	1.21
-- layer usage --
layer	vias to the layer above	wire, µm
li1	981	-
met1	912	2280
met2	73	2470
met3	4	465
met4	0	42
met5	-	0
Power figures rest on the tool's default switching activity, not on a simulated workload.
